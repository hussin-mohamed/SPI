## flow/run.sh

```bash
#!/bin/bash
# OpenROAD 26Q1-2900-gdf79404cd8, Yosys 0.63+post, stock flow scripts
make -C /OpenROAD-flow-scripts/flow DESIGN_CONFIG=/design/flow/config.mk WORK_HOME=/design/flow/orfs finish
```

## flow/design.v

```verilog
module Spi_slave (MOSI,MISO,SS_n,clk,rst_n,rx_data,rx_valid,tx_data,tx_valid);
    parameter IDLE = 'b000 , CHK_CMD = 'b001 , WRITE = 'b010 , READ_ADD = 'b011 , READ_DATA = 'b100;
    input MOSI,SS_n,clk,rst_n,tx_valid;
    input [7:0] tx_data;
    output reg [9:0] rx_data;
    output reg MISO,rx_valid;
   (* fsm_encoding = "gray" *)
    reg [2:0] ns,cs;
    reg ADD_OR_DATA ;
    reg [4:0] counter;
    reg updwn;
    always @(posedge clk) begin
        if(~rst_n)begin
        cs <= IDLE; 
        end
        else 
        cs <= ns;
    end
    always @(cs,MOSI,SS_n) begin
        case (cs)
            IDLE:begin
                if (SS_n) ns = IDLE;
                else ns = CHK_CMD;
            end
            CHK_CMD: begin
                if (SS_n) ns = IDLE;
                else begin
                    if (MOSI) begin
                        if (ADD_OR_DATA) ns = READ_DATA;
                        else  ns = READ_ADD;
                    end
                    else  ns = WRITE; 
                end
            end
            WRITE:begin
                if (SS_n) ns = IDLE;
                else ns = WRITE;
            end 
            READ_ADD: begin
                if (SS_n) ns = IDLE;
                else ns = READ_ADD;
            end
            READ_DATA: begin
                if (SS_n) ns = IDLE;
                else ns = READ_DATA;
            end
            default: ns = IDLE;
        endcase
    end
    always @(posedge clk ) begin
        if(~rst_n)begin
           rx_valid <= 0; 
           rx_data <=0;
           ADD_OR_DATA <= 0;
           MISO <= 0;
           counter <= 0;
           updwn <=0;
        end
        else begin
            if (~updwn) begin
            counter  <= counter + 1;    
            end
            else
            counter  <=counter-1;
        case (cs)
        WRITE:begin
            updwn <=0;
            MISO <= 0;
            if (counter == 9) begin
               counter <= 0;
               rx_valid <= 1;  
            end
            else  rx_valid <= 0;
            rx_data <= {rx_data[8:0],MOSI};
        end 
        READ_ADD: begin
            updwn <=0;
            MISO <= 0;
            if (counter == 9) begin
               counter <= 0;
               rx_valid <= 1;
            ADD_OR_DATA <= 1;  
            end
            else  rx_valid <= 0;
            rx_data <= {rx_data[8:0],MOSI};
        end 
        READ_DATA: begin
        if (counter<=9 && (~updwn)) begin 
            rx_valid <= 0;
            rx_data <= {rx_data[8:0],MOSI};
        end
        if (counter == 9) begin
                counter<=8;
               rx_valid <= 1;
               updwn <=1;  
            end  
            if (rx_valid && tx_valid) MISO <= tx_data[counter];
        end
            default:begin
           rx_valid <= 0; 
           rx_data <=0;
           MISO <= 0;
           counter <= 0;
           updwn <=0;
           end
        endcase 
        end
    end
endmodule
module SPI_wrapper (
    MOSI,MISO,SS_n,clk,rst_n
);
    input MOSI,SS_n,clk,rst_n;
    output MISO;
    wire [9:0]rx_data ;
    wire rx_valid,tx_valid;
    wire [7:0]tx_data;
    Spi_slave spi(MOSI,MISO,SS_n,clk,rst_n,rx_data,rx_valid,tx_data,tx_valid);
    ram ramm(rx_data,rx_valid,tx_data,tx_valid,clk,rst_n);
endmodule
module ram (din,rx_valid,dout,tx_valid,clk,rst_n);
parameter MEM_DEPTH =256;
parameter ADDR_SIZE =8;
    reg [7:0] mem [MEM_DEPTH-1:0];
    input [9:0] din;
    input rx_valid,clk,rst_n;
    output reg  [7:0]dout;
    output reg  tx_valid;
    reg [7:0]data;
    reg [ADDR_SIZE-1:0] write_address ,  read_address;
    always @(posedge clk) begin
        if (~rst_n) begin
            dout <= 0;
            tx_valid <= 0;
        end else begin
        if (rx_valid) begin
            if (din[9:8] == 2'b00) begin
                write_address <= din[7:0];
                tx_valid <= 0;
            end else if (din[9:8] == 2'b01) begin
                mem[write_address] <= din[7:0];
                tx_valid <= 0;
            end else if (din[9:8] == 2'b10) begin
                read_address <= din[7:0];
                tx_valid <= 0;
            end else if (din[9:8] == 2'b11) begin
                dout <= mem[read_address];
                tx_valid <= 1;
            end
        end
        end  
        end
endmodule
```

## flow/constraint.sdc

```tcl
current_design SPI_wrapper

set clk_period 26.2
set clk_io_pct 0.2

create_clock -name clk0 -period $clk_period [get_ports {clk}]

set non_clock_inputs [all_inputs -no_clocks]
set_input_delay [expr $clk_period * $clk_io_pct] -clock clk0 $non_clock_inputs
set_output_delay [expr $clk_period * $clk_io_pct] -clock clk0 [all_outputs]
```

## flow/config.mk

```make
export PLATFORM = sky130hd
export DESIGN_NAME = SPI_wrapper
export DESIGN_NICKNAME = SPI_wrapper
export VERILOG_FILES = /design/flow/design.v
export SDC_FILE = /design/flow/constraint.sdc
export NUM_CORES = 4
export LEC_CHECK = 1
export CORE_UTILIZATION = 40
```

==> reports/qor.log <==
INFO  run_status     status=completed
INFO  global_routing grt_pass1_wl=318000um
INFO  routing        drt-wirelength-per-cell=32.1um
INFO  final_timing   finClkSkew=0.0477ns
INFO  floorplan      die_w=452um
INFO  global_routing grt_util_all_layers=0.241
INFO  critical_path  timing.setup.critical_path_class=in -> reg
INFO  floorplan      fp_util=0.404
INFO  cts            cts.htree.levels=4
INFO  min_path       worst_hold_startpoint=spi.cs[0]
INFO  global_routing grt_start_max_net_pins=95
INFO  power_and_ir_drop power.leakage=28.7nW
INFO  min_path       number_of_instances_on_the_worst_hold_path=2
INFO  synthesis      post_synth.cell_area_avg=20.6squm
INFO  job            drv.max_cap_violation_count=0
INFO  synthesis      top_cell=edfxtp_1
INFO  routing        post-route-drc-count=0
INFO  routing        route.detailed.vias_per_inst=5.87
INFO  floorplan      core_region_area=201000squm
INFO  power_and_ir_drop post-layout-total-power=6.66mW
INFO  min_path       kind_of_path_behind_the_tightest_hold_check=reg -> reg
INFO  routing        dr_iter_0_viols=2825
INFO  synthesis      yosys_register_bits=2097
INFO  final_layout   fin_area=91500squm
INFO  critical_path  crit-reg2reg-launch=ramm.read_address[0]
INFO  floorplan      ioPinCount=5
INFO  placed_design  dpl.hpwl=137000um
INFO  floorplan      chipArea=205000squm
INFO  final_timing   fin_hold_ws=0.425ns
INFO  synthesis      top_cell_area_share=0.764
INFO  final_timing   grt_setup_unrepaired=false
INFO  routing        postRouteWirelength=221000um
INFO  cts            number_of_hold_buffers_added_after_cts=0
INFO  critical_path  crit_path_max_incr_delay=0.64ns
INFO  final_layout   area.sequential=62700squm
INFO  critical_path  cp_data_arrival_time=8.46ns
INFO  synthesis      synth_seq_share=0.772
INFO  synthesis      yosysUniqueCellTypes=66
INFO  cts            cts-root-buf=clkbuf_16
INFO  global_routing first_global_vias=45073
INFO  final_timing   final-setup-viol-count=0
INFO  routing        routed-via-count=40357
INFO  final_timing   layout_worst_path_cycle_share=0.305
INFO  global_routing grt_antenna_before_repair=5
INFO  critical_path  crit_path_cell_trace=clkdlybuf4s50_1 > buf_4 > nand2_1 > or2_1 > nor3_1 > nand2_1 > buf_4 > nor2_1
INFO  global_routing grt.overflow.total=0
INFO  placed_design  numPortBuffers=4
INFO  final_timing   max_freq=125MHz
INFO  final_timing   worst-slew-pin-transition=0.940ns
INFO  critical_path  critical_path.reg2reg.endpoint=ramm.dout[1]
INFO  critical_path  worst_path_max_delay_cell=nand2_1
INFO  critical_path  critPathLaunchType=input port
INFO  final_timing   setup_tns=0ns
INFO  floorplan      die_h=452um
INFO  final_timing   timing.max_slew.rel_slack=0.371
INFO  final_layout   post_route_cells_drive_above_1_share=0.220
INFO  synthesis      ys_cells=3931
INFO  cts            cts_tree=done
INFO  critical_path  crit_fanout=22
INFO  final_timing   report.final.hold_viol_count=0
INFO  cts            clock_sink_count=2097
INFO  critical_path  worst-r2r-setup-slack=20.93ns
INFO  cts            cts-buffers-inserted=203
INFO  cts            cts_post_setup_buffers_inserted=0
INFO  final_layout   comb_area=17300squm
INFO  critical_path  setup.worst_path.end_class=flip-flop
INFO  routing        antenna_violating_nets_post_route=0
INFO  final_timing   timing.final.crit_period=8.00ns
INFO  final_timing   final_max_slew_viol_count=0
INFO  floorplan      core.rowCount=164
INFO  synthesis      number_of_flops_mapped_to_enable_cells_by_yosys=2064
INFO  power_and_ir_drop power_per_cell_area=72.7nW/um^2
INFO  routing        firstDrtPassIters=7
INFO  synthesis      synthesis.area=81100squm
INFO  synthesis      top_area_cell=edfxtp_1
INFO  synthesis      ys_async_sr_fraction=0
INFO  synthesis      post_synth_most_frequent_cells=2064 x edfxtp_1, 458 x mux4_2, 315 x nor2_1
INFO  critical_path  worst_ep_required_time=26.66ns
INFO  power_and_ir_drop ir_worst_vdd=0.0671mV
INFO  synthesis      synthFlopType=edfxtp_1
INFO  cts            max-clock-path-buffers=3
INFO  synthesis      main_area_contributors=edfxtp_1 76%, mux4_2 13%, mux2i_1 2.1%
INFO  synthesis      yosys_area=81100squm
INFO  job            stage_log_warnings=26
INFO  min_path       min_delay_worst_endpoint=spi.cs[3]
INFO  synthesis      postSynthCellCount=3931
INFO  cts            worst_skew_pair.late_latency=0.84ns
INFO  synthesis      yosys_warnings=3
INFO  final_layout   final.fill_count=16393
INFO  cts            postCtsResizedCells=0
INFO  final_layout   area_growth_syn_to_layout=12.8%
INFO  cts            path_clk_slew=0.06ns
INFO  placed_design  routabilityCongestion=0.968
INFO  placed_design  place_area=84600squm
INFO  critical_path  worst-r2r-cell-count=9
[cells by family after synthesis]
logic type | after synthesis | share of synthesized area
DFF | 2097 | 0.772
muxes | 631 | 0.149
and+or+nand+nor | 577 | 0.0306
AOI/OAI and AO/OA | 379 | 0.0326
buffers and inverters | 239 | 0.0151
xor gates and xnor gates | 4 | 0.000432
adders and majority gates | 4 | 0.000709
[cell usage in the layout, fill, tap and decap left out, types with 5 or more instances in the layout]
| cell | instances |
|---|---|
| o221ai_1 | 31 |
| o21ai_0 | 19 |
| dfxtp_4 | 8 |
| clkinv_2 | 39 |
| edfxtp_1 | 2064 |
| a31oi_1 | 10 |
| a221oi_1 | 5 |
| o211ai_1 | 10 |
| clkinvlp_4 | 13 |
| a211oi_1 | 21 |
| a211o_1 | 8 |
| inv_1 | 7 |
| clkbuf_16 | 209 |
| nand4_1 | 15 |
| a21oi_1 | 60 |
| nor2_1 | 314 |
| nand2_1 | 104 |
| o21ai_1 | 15 |
| a21boi_1 | 8 |
| nor3_1 | 9 |
| a311oi_1 | 11 |
| nor2b_1 | 14 |
| bufinv_16 | 32 |
| nor4_1 | 10 |
| and3_1 | 5 |
| buf_12 | 10 |
| a22oi_1 | 96 |
| clkinv_1 | 41 |
| o22ai_1 | 48 |
| mux4_2 | 458 |
| nand2b_1 | 8 |
| and2_1 | 6 |
| nand3_1 | 71 |
| buf_4 | 130 |
| dfxtp_1 | 25 |
| mux2i_1 | 169 |
| clkbuf_1 | 28 |
| a21boi_0 | 6 |
[power breakdown]
| group | internal, mW | total (mW) | switching (mW) |
|---|---|---|---|
| sequential | 3.63 | 3.63 | 0.000553 |
| combinational | 0.00126 | 0.00480 | 0.00353 |
| clock | 1.77 | 3.02 | 1.25 |
[sequential cells by signal, indices dropped and copies added, names as in the netlist]
name,count
ramm.read_address,8
ramm.tx_valid,1
spi.rx_data,10
ramm.write_address,8
spi.cs,5
spi.ADD_OR_DATA,1
ramm.mem,2048
spi.updwn,1
ramm.dout,8
spi.MISO,1
spi.rx_valid,1
spi.counter,5
[final cells by class]
| cell class | count | area share |
|---|---|---|
| timing repair buffer | 144 | 0.0133 |
| inverter | 10 | 0.000437 |
| multi-input combinational | 1595 | 0.189 |
| tap | 2656 | 0.0363 |
| clock buffer | 237 | 0.0583 |
| antenna | 2 | 0.0000547 |
| clock inverter | 139 | 0.0177 |
| sequential | 2097 | 0.685 |
[critical path: cells and delay by family]
| kind | cells | cell delay, ns |
|---|---|---|
| buffers and inverters | 3 | 1.22 |
| AND/OR/NAND/NOR | 5 | 1.92 |
[layer usage]
| layer | share of wire | routed length [um] | track usage | up-vias |
|---|---|---|---|---|
| li1 | - | - | - | 16625 |
| met1 | 0.32 | 70000 | 0.285 | 20167 |
| met2 | 0.45 | 100000 | 0.335 | 3113 |
| met3 | 0.19 | 41100 | 0.202 | 432 |
| met4 | 0.039 | 8590 | 0.0723 | 20 |
| met5 | 0.0031 | 679 | 0.0238 | - |
[worst max path at each step]
| stage | startpoint | end | slack [ns] | cells past startpoint |
|---|---|---|---|---|
| 6_report | rst_n | ramm.mem[192][5] | 18.20 | 8 |
| 4_1_cts | rst_n | ramm.mem[192][5] | 18.33 | 8 |
| 5_1_grt | rst_n | ramm.mem[192][5] | 18.05 | 8 |
[per-stage QoR]
stage          instances  utilization  setup WS (ns)
4_1_cts             6878        0.456          18.33
5_1_grt             6878        0.456          18.05
3_5_place_dp        6502        0.421          17.44
3_3_place_gp        6502        0.421          17.43
6_report            6880        0.456          18.20
2_1_floorplan       3931            -          19.12
Power figures rest on the tool's default switching activity, not on a simulated workload.
